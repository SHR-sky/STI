$ cat config.mk
export PLATFORM = sky130hd
export DESIGN_NAME = Led
export DESIGN_NICKNAME = Led
export VERILOG_FILES = /design/flow/design.v
export SDC_FILE = /design/flow/constraint.sdc
export NUM_CORES = 4
export LEC_CHECK = 1
export CORE_UTILIZATION = 30
$ cat constraint.sdc
current_design Led

set clk_period 3.3
set clk_io_pct 0.2

create_clock -name clk0 -period $clk_period [get_ports {sys_clk}]

set non_clock_inputs [all_inputs -no_clocks]
set_input_delay [expr $clk_period * $clk_io_pct] -clock clk0 $non_clock_inputs
set_output_delay [expr $clk_period * $clk_io_pct] -clock clk0 [all_outputs]
$ cat design.v
`timescale 1ns / 1ps
module Led(
    input sys_clk,
    input sys_rst_n,
    output [1:0] led
    );
reg [25:0] cnt;
assign led = (cnt < 26'd2500_0000) ? 2'b01:2'b10;
always @(posedge sys_clk, negedge sys_rst_n) begin
    if(!sys_rst_n)
        cnt <= 0;
    else if(cnt < 26'd5000_0000)
        cnt <= cnt + 1;
    else
        cnt <= 0;
end
endmodule
$ cat run.sh
#!/bin/bash
# OpenROAD 26Q1-2900-gdf79404cd8, Yosys 0.63+post, stock flow scripts
make -C /OpenROAD-flow-scripts/flow DESIGN_CONFIG=/design/flow/config.mk WORK_HOME=/design/flow/orfs finish
==> results.txt <==
flow finished, numbers: fin. max-slew vios 0, top flop regs cnt: 26 flops, CP cell instances or4_1 > nor2_1 > o21a_1 > o41a_1 > clkdlybuf4s50_1, antenna diode count 0, Top-Level Pins 4, Synth Area in Simple Gates 23.3%, crit path kind flop to output port, pin count of the biggest net entering global routing 28, minimum hold slack 573 ps, DR WL/cell 14.5 um, RSZ-0062 raised after global routing no, drt drc 0, hold_buf cts 0, Max FO, Critical Path 6, clk latency of the worst-skew pair 270 ps, setup TNS 0 ps, clock slew at the register clock pins of the worst setup and hold paths 90 ps, clock sink count 26, Mux cell area share 0%, vias in the first global route 1133, clk_skew 2.58 ps, status finished, final reports clean, VDD IR max 0.247 mV, post-synthesis cell count 150, Top reg by flops cnt, Crit path arrival time 2130 ps, sequential cell area fraction in the yosys report 45.2%, yosys aoi share 19.3%, Post CTS Setup Buffer Count 0, Leakage 0.628 nW, delay-heaviest family, CP simple AND/OR/NAND/NOR gates, Hold Crit Class flop to flop, CTS H-tree lvls 1, Adder Share, Synth 0.870%, initial antenna violation count 0, placer congestion estimate 0.829, fin cells 203, Final ANT Viol Nets 0, Commonest flop dfrtp_1, cell row count 24, CP peak stage delay 550 ps, Tmin final 2790 ps, actual slew at the worst max-slew pin 734 ps, Synth Warn # 1, first-pass GRT wire length 5110 um, Post-synth EDFFs 0, Die H 71.3 um, WP buf/inv 1, vias 1193, distinct lib cells 33, Synth top area share 45.2%, count leader, synth dfrtp_1, CTS tree yes, Final Cycle Share 84.5%, share of layout cells above drive strength 1 9.93%, Die W 71.3 um, crit path DRT 2640 ps, CTS buffer count 3, Rel. slew slack 50.8%, setup violators final 0, Post-synth ARST share 100%, ys flops 26, Synth Area in XOR/XNOR 7.91%, Iter 0 DRT Violations 69, fmax 0.359 GHz, Final Hold Fails 0, drt total wl 2950 um, Core Footprint 4470 um^2, max_cap viols 0, area of the die 5080 um^2, total track usage 12.5%, Startpoint Class flop, DR pass1 iterations 4, root buffer cell clkbuf_8, Cell area leaders dfrtp_1 45%, a21oi_1 5.6%, a22oi_1 4.7%, xor2_1 4.3%, or4_1 3.7%, Dominant combinational family simple AND/OR/NAND/NOR gates, ys cells 150, total gr overflow 0, Starting Density 32.2%, Yosys top cell by area dfrtp_1, CP endpoint kind output port, Bufs on Longest Clock Path 2, # port buffers 3, post-CTS resize count 0, Via density 5.88, area growth from synthesis to layout 10.9%, Largest register FFs 26, DPL Wire Length 1950 um, cell total after placement 199, Post-Syn Area 1440 um^2, PwrDens 369 nW/um^2, most instantiated cells after synthesis 26 x dfrtp_1, 16 x a21oi_1, 10 x nand2_1, 9 x a22oi_1, 9 x nand3_1, Syn Area/Cell 9.59 um^2, CP max stage cell or4_1, post-synthesis chip area from yosys 1440 um^2, tool warnings 25
-- layer usage --
| metal | routed length [um] | share of wire [%] | global-route usage [%] | vias to the layer above |
|---|---|---|---|---|
| met5 | 0 | 0 | 0 | - |
| met4 | 14 | 0.47 | 1.56 | 0 |
| met3 | 90 | 3.1 | 2.43 | 2 |
| met2 | 1350 | 46 | 18.7 | 19 |
| met1 | 1490 | 51 | 19.9 | 602 |
| li1 | - | - | - | 570 |
-- worst reg2reg max path, cell delays in order (launching register included) --
cell     delay [ps]
dfrtp_1         460
ha_1            340
nand4_2         170
or4_1           670
or4_1           430
a21oi_1         140
-- cell families (layout without fill, tap and decap cells) --
group | Yosys count | after routing
AND/OR/NAND/NOR | 54 | 54
AND-OR/OR-AND | 44 | 44
flip-flops | 26 | 26
XOR/XNOR | 13 | 13
buffers and inverters | 12 | 13
adder cells (fa/ha/maj) | 1 | 1
-- final timing paths --
path	startpoint	end	slack, ps	cells past startpoint
max	cnt[8]	led[0]	510	5
min	cnt[0]	cnt[0]	570	1
min reg2reg	cnt[0]	cnt[0]	570	1
max in group asynchronous	sys_rst_n	cnt[24]	2300	2
max reg2reg	cnt[0]	cnt[24]	1000	5
min in group asynchronous	sys_rst_n	cnt[16]	750	2
-- cell type report --
class / instances / area (um^2)
Fill cell: 440 / 2880
Multi-Input combinational cell: 112 / 744
Sequential cell: 26 / 651
Tap cell: 52 / 65.1
Timing Repair Buffer: 6 / 52.6
Clock buffer: 3 / 41.3
Clock inverter: 1 / 30.0
Inverter: 3 / 11.3
-- where the power goes --
part	internal (mW)	leakage (nW)	total, mW	switching (mW)
sequential	0.318	0.354	0.318	0
combinational	0.00181	0.238	0.00783	0.00602
clock	0.162	0.0357	0.263	0.100
-- through the flow --
stage | worst slack, ps | area [um^2] | total power [mW] | util (%)
finish | 513 | 1600 | 0.589 | 35.7
CTS | 496 | 1600 | 0.595 | 35.7
floorplan | 1210 | 1440 | 0.325 | -
global placement | 825 | 1520 | 0.333 | 34.1
detailed placement | 810 | 1520 | 0.333 | 34.1
global route | 386 | 1600 | 0.607 | 35.7
-- cell usage in the layout (no fill, tap or decap) --
cell type / count
clkbuf_8: 3
xnor2_1: 6
or2_2: 1
ha_1: 1
a41oi_1: 1
o41a_1: 1
a22oi_1: 9
and4_2: 1
nand4_1: 6
o31ai_2: 1
or4_4: 1
and4_1: 1
clkdlybuf4s50_1: 3
or4_1: 7
nand4_2: 1
nand4_4: 1
or3_1: 7
inv_1: 3
nand3_1: 9
o31ai_1: 5
a21oi_1: 16
o41ai_1: 1
xor2_1: 7
dfrtp_1: 26
nor2_1: 3
nand2_1: 10
nor4_1: 2
nor3_1: 2
o21a_1: 1
a21boi_0: 1
a31oi_1: 1
o21ai_0: 7
bufinv_16: 1
buf_4: 3
or3_2: 1
and3_2: 1
Power figures rest on the tool's default switching activity, not on a simulated workload.
