**run.sh**
```bash
#!/bin/bash
# OpenROAD 26Q1-2900-gdf79404cd8, Yosys 0.63+post, stock flow scripts
make -C /OpenROAD-flow-scripts/flow DESIGN_CONFIG=/design/flow/config.mk WORK_HOME=/design/flow/orfs finish
```
**config.mk**
```make
export PLATFORM = sky130hd
export DESIGN_NAME = AD9744
export DESIGN_NICKNAME = AD9744
export VERILOG_FILES = /design/flow/design.v
export SDC_FILE = /design/flow/constraint.sdc
export NUM_CORES = 4
export LEC_CHECK = 1
export CORE_AREA = 10 10 70 70
export DIE_AREA = 0 0 80 80
```
**constraint.sdc**
```tcl
current_design AD9744

set clk_period 1.0
set clk_io_pct 0.2

create_clock -name clk0 -period $clk_period [get_ports {sys_clk}]

set non_clock_inputs [all_inputs -no_clocks]
set_input_delay [expr $clk_period * $clk_io_pct] -clock clk0 $non_clock_inputs
set_output_delay [expr $clk_period * $clk_io_pct] -clock clk0 [all_outputs]
```
**design.v**
```verilog
`timescale 1ns / 1ps
module AD9744(
    input sys_clk,
    input signed [15:0]data_in,
    output reg signed [13:0]DAC_out,
    output clk_p,
    output clk_n
    );
    initial begin
        DAC_out <=0;
    end
    assign clk_p = sys_clk;
    assign clk_n =~sys_clk;
    always @(posedge sys_clk) begin
        DAC_out<=data_in[15:2];
    end
endmodule
```
==> changes_impl.md <==
### Physical design

* Outcome: finished with violations
* Failing checks: negative setup slack
* DRC viols at 0
* Post-Syn Instances at 16
* YS warnings at 1
* Vias in the first global route at 285
* Yosys stat area at 291.5 um2
* Critical path's top delay family: buffers and inverters
* DR vias/cell at around 2.4
* Synthesized area at 291.5 um2
* Post-synth regs at 14
* Final setup viols at 1
* Ys cells at 16
* # IOs at 33
* IO Port Bufs at 30
* Pwr dens at 2055 nW/um2
* Ant. Diodes at 0
* Tool Warnings at 30
* Final slew viol count at 0
* Setup CP Type: clk2out
* DR iter-0 viols at 3
* CP Launch Type: clock port
* Critical path arrival at 0.81 ns
* Register share after synthesis at 0.9614
* Max stage delay on crit path at 0.11 ns
* CP bufs+invs at 4
* Final setup margin at -0.01484 ns
* Gate Area at 0 um2
* Most flop-heavy register: DAC_out
* First-pass GRT wire length at roughly 1400 um
* Row cnt at 21
* Crit-path slowest cell: buf_8
* Area growth syn-to-layout at 126.2%
* Pleak at 0.2751 nW
* CP Cell Sequence: buf_8 > buf_8 > inv_2 > buf_2
* Rel. slew slack at 0.9443
* Crit path top cell by count: buf_8
* Total wire length at 967 um
* RSZ-0062 raised after global routing: true
* Core ar. at 3416 um2
* Hold_buf cts at 0
* TritonRoute pass-1 iters at 4
* VDD IR-drop max at 0.7073 mV
* Final Core Density at 0.1930
* Largest net degree at the start of global routing at 9
* Max reg flops at 14
* Crit end category: output port
* Top flop regs: DAC_out (14)
* Die ar. at 6400 um2
* WL/cell at between 9 and 10 um
* Mean Syn Cell Area at between 15 and 20 um2
* Die H at 80 um
* CP Max Fanout at 2
* Netlist cell types at 3
* CTS tree: yes
* Overflow after GRT at 0
* Final Hold Vio Count at 0
* Antenna violations before repair at 0
* Fraction of layout cells with a size suffix above 1 at 0.2941
* Max Cap Viol at 0
* Worst-path clk slew at 0.07 ns
* Chip width at about 80 um
* Setup TNS at -0.01484 ns
* GRT Overall Usage at 0.02782
* Fp util at 0.08535
* Via Count at 236
* Worst-Margin Slew at about 0.084 ns
* GP Congestion at about 0.63
* HP Class: in2reg
* Combinational gates at 0
* Crit path DRT at 0.80 ns
* Routed Antenna Nets at 0
[cells in the mapped netlist]
cell type   n  share of area
inv_1       1          0.013
buf_4       1          0.026
dfxtp_1    14           0.96
[final cells by class]
type,instances,area [um2]
clock inverter,1,3.754
sequential,14,281.5
timing repair buffer,28,250.2
clock buffer,8,66.31
fill,379,2756
tap,46,57.56
[through the flow]
stage               area [um2]  hold WS (ns)  power, mW  worst slack (ns)  std cells
finish                   659.4        0.3507      1.355          -0.01484         97
CTS                      656.9        0.2799      1.352          -0.06588         97
detailed placement       641.9        0.5898     0.8567           -0.1626         91
global placement         641.9        0.5898     0.8557           -0.1626         91
floorplan                291.5        0.2091     0.6524            0.2022         16
global route             659.4        0.3259      1.464          -0.04452         97
[metal layers]
| metal | share of wire | global-route usage | wire length [um] |
|---|---|---|---|
| met3 | 0.14 | 0.02614 | 135 |
| met1 | 0.29 | 0.01982 | 278 |
| met5 | 0 | 0 | 0 |
| met2 | 0.53 | 0.04414 | 516 |
| met4 | 0.037 | 0.02113 | 36 |
[worst paths after layout]
check | from | end | slack (ns) | cells past startpoint
setup / recovery | sys_clk | clk_n | -0.01 | 4
hold / removal | data_in[4] | DAC_out[2] | 0.35 | 1
[what timing repair did]
item                       4_1_cts  5_1_grt
resized                         44        2
setup buffers                    1        0
setup endpoints to repair       16        3
cloned                           0        0
[power by group]
part           total (mW)  switching, mW  internal (mW)
registers           0.594        0.00632          0.588
clock network       0.677          0.248          0.429
logic              0.0841         0.0106         0.0735
[placed cells by master (no fill, tap or decap)]
cell | synthesis | final
buf_4 | 1 | 1
clkbuf_1 | 0 | 1
buf_8 | 0 | 2
clkdlybuf4s15_1 | 0 | 8
dfxtp_1 | 14 | 13
clkbuf_4 | 0 | 2
buf_2 | 0 | 8
clkdlybuf4s50_1 | 0 | 14
dfxtp_2 | 0 | 1
inv_2 | 0 | 1
[cell families (layout without fill, tap and decap cells)]
kind of cell,after synthesis,after routing,share of synthesized area
DFF,14,14,0.9614
buffers and inverters,2,37,0.03862
No activity file was given, so power comes from the tool's default toggle rates.
